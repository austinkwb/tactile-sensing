==> flow/design.v <==
`default_nettype none
`timescale 1ns / 1ps
module data_array #(
    parameter SW_WIRE_CNT = 'd16,
    parameter RD_WIRE_CNT = 'd16
    ) (
    input wire clk_write,  
    input wire clk_read,  
    input wire rst,
    input wire [$clog2(SW_WIRE_CNT):0] sw_write_in,
    input wire [$clog2(RD_WIRE_CNT):0] rd_write_in,
    input wire [11:0] data_in,
    input wire data_valid_in,
    input wire [$clog2(SW_WIRE_CNT * RD_WIRE_CNT)-1:0] read_addr,
    output logic [11:0] data_out
    );
    logic [11:0] bram_data_out;
    logic [$clog2(SW_WIRE_CNT*RD_WIRE_CNT)-1:0] write_addr;
    assign write_addr = (rd_write_in) + (sw_write_in * SW_WIRE_CNT);
    logic [11:0] write_output;  
    xilinx_true_dual_port_read_first_2_clock_ram #(
        .RAM_WIDTH('d12),                      
        .RAM_DEPTH(SW_WIRE_CNT * RD_WIRE_CNT), 
        .RAM_PERFORMANCE("HIGH_PERFORMANCE"),  
        .INIT_FILE("")                         
        ) storage_array (
        .addra(write_addr),
        .dina(data_in),
        .clka(clk_write),
        .wea(data_valid_in),
        .ena(1'b1),
        .rsta(rst),
        .regcea(1'b0),  
        .douta(write_output),  
        .addrb(read_addr),   
        .dinb(11'b0),  
        .clkb(clk_read),
        .web(1'b0),  
        .enb(1'b1),
        .rstb(rst),
        .regceb(1'b1),
        .doutb(bram_data_out)
        );
    always_ff @(posedge clk_read) begin
        data_out <= bram_data_out;
    end
endmodule
`default_nettype wire
`default_nettype wire
module xilinx_true_dual_port_read_first_2_clock_ram #(
  parameter RAM_WIDTH = 18,                        
  parameter RAM_DEPTH = 1024,                      
  parameter RAM_PERFORMANCE = "HIGH_PERFORMANCE",  
  parameter INIT_FILE = ""                         
) (
  input [clogb2(RAM_DEPTH-1)-1:0] addra,   
  input [clogb2(RAM_DEPTH-1)-1:0] addrb,   
  input [RAM_WIDTH-1:0] dina,            
  input [RAM_WIDTH-1:0] dinb,            
  input clka,                            
  input clkb,                            
  input wea,                             
  input web,                             
  input ena,                             
  input enb,                             
  input rsta,                            
  input rstb,                            
  input regcea,                          
  input regceb,                          
  output [RAM_WIDTH-1:0] douta,          
  output [RAM_WIDTH-1:0] doutb           
);
  reg [RAM_WIDTH-1:0] BRAM [RAM_DEPTH-1:0];
  reg [RAM_WIDTH-1:0] ram_data_a = {RAM_WIDTH{1'b0}};
  reg [RAM_WIDTH-1:0] ram_data_b = {RAM_WIDTH{1'b0}};
  generate
    if (INIT_FILE != "") begin: use_init_file
      initial
        $readmemh(INIT_FILE, BRAM, 0, RAM_DEPTH-1);
    end else begin: init_bram_to_zero
      integer ram_index;
      initial
        for (ram_index = 0; ram_index < RAM_DEPTH; ram_index = ram_index + 1)
          BRAM[ram_index] = {RAM_WIDTH{1'b0}};
    end
  endgenerate
  integer idx;
  initial begin
    for (idx = 0; idx < RAM_DEPTH; idx = idx + 1) begin
      $dumpvars(0, BRAM[idx]);
    end
  end
  always @(posedge clka)
    if (ena) begin
      if (wea)
        BRAM[addra] <= dina;
      ram_data_a <= BRAM[addra];
    end
  always @(posedge clkb)
    if (enb) begin
      if (web)
        BRAM[addrb] <= dinb;
      ram_data_b <= BRAM[addrb];
    end
  generate
    if (RAM_PERFORMANCE == "LOW_LATENCY") begin: no_output_register
       assign douta = ram_data_a;
       assign doutb = ram_data_b;
    end else begin: output_register
      reg [RAM_WIDTH-1:0] douta_reg = {RAM_WIDTH{1'b0}};
      reg [RAM_WIDTH-1:0] doutb_reg = {RAM_WIDTH{1'b0}};
      always @(posedge clka)
        if (rsta)
          douta_reg <= {RAM_WIDTH{1'b0}};
        else if (regcea)
          douta_reg <= ram_data_a;
      always @(posedge clkb)
        if (rstb)
          doutb_reg <= {RAM_WIDTH{1'b0}};
        else if (regceb)
          doutb_reg <= ram_data_b;
      assign douta = douta_reg;
      assign doutb = doutb_reg;
    end
  endgenerate
  function integer clogb2;
    input integer depth;
      for (clogb2=0; depth>0; clogb2=clogb2+1)
        depth = depth >> 1;
  endfunction
endmodule
`default_nettype none 
==> flow/run.sh <==
#!/bin/bash
# OpenROAD 26Q1-2900-gdf79404cd8, Yosys 0.63+post, stock flow scripts
make -C /OpenROAD-flow-scripts/flow DESIGN_CONFIG=/design/flow/config.mk WORK_HOME=/design/flow/orfs finish
==> flow/config.mk <==
export PLATFORM = sky130hd
export DESIGN_NAME = data_array
export DESIGN_NICKNAME = data_array
export VERILOG_FILES = /design/flow/design.v
export SDC_FILE = /design/flow/constraint.sdc
export NUM_CORES = 4
export LEC_CHECK = 1
export CORE_UTILIZATION = 30
==> flow/constraint.sdc <==
current_design data_array

set clk_period 12.1
set clk_io_pct 0.2

create_clock -name clk0 -period $clk_period [get_ports {clk_read}]
create_clock -name clk1 -period $clk_period [get_ports {clk_write}]

set non_clock_inputs [all_inputs -no_clocks]
set_input_delay [expr $clk_period * $clk_io_pct] -clock clk0 $non_clock_inputs
set_output_delay [expr $clk_period * $clk_io_pct] -clock clk0 [all_outputs]
==> impl_metrics.env <==
# implementation run metrics
export IMPL_core_area_sq_um=397000
export IMPL_dieArea_sq_um=401000
export IMPL_regMostFlops="storage_array.BRAM"
export IMPL_finClkSkew_ps=31.7
export IMPL_rsz0062_at_grt="no"
export IMPL_timing_rr_start="storage_array.BRAM[79][3]$_DFFE_PP_"
export IMPL_grt_max_degree=134
export IMPL_cts_resized=0
export IMPL_hold_violations=0
export IMPL_pwr_density_cell_nw_per_um2=163
export IMPL_tns_ps=0
export IMPL_io_buffer_count=43
export IMPL_grt_pass1_wl_um=433000
export IMPL_cp_arrival_ps=6920
export IMPL_lay_top_count="edfxtp_1"
export IMPL_rows=231
export IMPL_synth_cell_types=66
export IMPL_edf_count=3072
export IMPL_worst_pin_slew_ps=1190
export IMPL_ys_flops=3108
export IMPL_drtPass1Iterations=6
export IMPL_yosys_area_sq_um=120000
export IMPL_cp_startpoint="read_addr[0]"
export IMPL_wl_per_cell_um=25.9
export IMPL_p_leak_nw=43.0
export IMPL_vias=57700
export IMPL_cp_required_ps=12260
export IMPL_synth_stat_cells=5604
export IMPL_ys_sh_aoi_pct=3.69
export IMPL_drt_iter0_drc=3781
export IMPL_cts_tree="yes"
export IMPL_cp_max_fo=52
export IMPL_end_kind="flop"
export IMPL_clkSinkCount=3108
export IMPL_place_area_sq_um=128000
export IMPL_yosys_stat_seqShare_pct=77.7
export IMPL_status="finished clean"
export IMPL_final_comb_area_sq_um=24600
export IMPL_synthesis_instances=5604
export IMPL_warnings=32
export IMPL_grtUsageTotal_pct=16.0
export IMPL_ys_sh_mux_pct=14.6
export IMPL_largest_reg_flops=3072
export IMPL_finalSetupViolCount=0
export IMPL_xor_area_share_pct=0.00732
export IMPL_grt_ovfl_total=0
export IMPL_gp_congestion=0.908
export IMPL_synth_top_flop_cell="edfxtp_1"
export IMPL_regArea_sq_um=93000
export IMPL_die_w_um=634
export IMPL_ys_warn_count=258
export IMPL_post_cts_hold_buffer_count=0
export IMPL_synthAdderAreaFrac_pct=0.0209
export IMPL_syn_area_sq_um=120000
export IMPL_post_cts_buffers=0
export IMPL_async_reset_ff_share_pct=0
export IMPL_pin_count=46
export IMPL_maxCapViolations=0
export IMPL_irDropWorstVdd_v=0.000123
export IMPL_min_path_type="flop to flop"
export IMPL_drive_above_1_share_pct=24.5
export IMPL_crit_type="input port to flop"
export IMPL_ys_sh_simple_pct=2.20
export IMPL_ant_nets=0
export IMPL_syn_avg_cell_area_sq_um=21.4
export IMPL_hp_start="storage_array.output_register.doutb_reg[4]$_SDFF_PP0_"
export IMPL_fp_util_pct=30.2
export IMPL_grt_pass1_vias=63000
export IMPL_synth_logic_top_family="multiplexers"
export IMPL_clkSlewWorstSetupHoldPaths_ps=110
export IMPL_hpwl_um=181000
export IMPL_dieHeight_um=634
export IMPL_drc_errors=0
export IMPL_drt_wl_total_um=300000
export IMPL_antenna_found_initial=16
export IMPL_relSlewSlack_pct=19.7
export IMPL_power_mw=22.5
export IMPL_cp_start_kind="input port"
export IMPL_lay_top_cells="edfxtp_1 (3072), mux4_2 (608), buf_4 (420), clkbuf_16 (326), mux2i_1 (315)"
export IMPL_areaGrowthSynthToFinish_pct=15.3
export IMPL_fillers=35900
export IMPL_final_max_slew_violation_count=0
export IMPL_design_area_sq_um=138000
export IMPL_viasPerCell=4.98
==> cells in the mapped netlist (all sizes together), types with 3 or more instances <==
cell	count	area (sq um)
o21ai	47	235
o221ai	87	762
nor4	23	144
a221oi	22	199
o32ai	11	96.3
mux4	618	14000
a21boi	19	143
inv	3	11.3
nand3	23	115
a22oi	121	908
or3b	3	26.3
a22o	31	272
buf	206	1700
o2bb2ai	9	78.8
mux2	28	315
nand4	7	43.8
and2	13	81.3
clkbuf	133	499
nor2b	47	294
and3b	5	43.8
o22ai	65	407
nand3b	3	22.5
o31ai	11	82.6
a2111oi	11	103
edfxtp	3072	92200
nor2	302	1140
nand2	86	325
nand2b	9	56.3
mux2i	315	3150
o311a	11	110
a211oi	50	375
o41ai	11	96.3
dfxtp	36	721
a21oi	84	420
nor3	54	270
or2	5	31.3
==> per-layer routing <==
layer,global-route usage [%],vias up,part of all wire [%]
li1,-,24600,-
met1,16.8,29200,32
met2,24.1,3460,47
met3,12.8,513,17
met4,5.10,12,3.7
met5,2.21,-,0.17
==> layout make-up <==
type	count	area share, %
inverters	3	0.00816
multi-input cells	2154	17.8
flip-flops and latches	3108	67.4
repair buffers	469	2.75
diodes	41	0.0743
clock buffers	402	6.12
well taps	5242	4.75
clock inverters	165	1.12
==> path summary, 6_finish.rpt <==
path                                           endpoint  slack (ps)  cells past startpoint
setup reg to reg    storage_array.ram_data_b[3]$_DFF_P_        8670                      6
setup / recovery    storage_array.ram_data_b[2]$_DFF_P_        5340                      9
min in group clk1  storage_array.BRAM[170][3]$_DFFE_PP_        1940                      1
max in group clk1   storage_array.BRAM[33][0]$_DFFE_PP_        7260                      7
hold reg to reg                     data_out[4]$_DFF_P_         340                      0
hold / removal                      data_out[4]$_DFF_P_         340                      0
==> cell families after synthesis <==
group           Yosys count
flops                  3108
mux                     961
compound gates          604
simple gates            586
buf+inv                 342
fa+ha+maj                 2
xor+xnor                  1
==> worst max-delay path, stage by stage <==
cell	delay [ps]
buf_12	270
buf_4	560
buf_4	570
buf_4	610
mux4_2	570
a21oi_1	430
o31ai_1	260
nor3_1	880
nor4_1	150
==> power by group <==
group	total [mW]	switching (mW)	internal, mW
combinational	1.08	0.718	0.366
clock	9.48	4.03	5.46
sequential	11.9	0.0275	11.9
total	22.5	4.77	17.7
==> metrics by stage <==
stage	setup WS (ps)	std cells	utilization [%]	hold WS [ps]
floorplan	7350	5604	-	310
global placement	5050	11000	32.3	316
detailed placement	5060	11000	32.3	319
CTS	5390	11500	34.8	344
global route	4970	11600	34.8	352
finish	5340	11600	34.8	344
No activity file was given, so power comes from the tool's default toggle rates.
