<file path="flow/config.mk">
export PLATFORM = sky130hd
export DESIGN_NAME = computation
export DESIGN_NICKNAME = computation
export VERILOG_FILES = /design/flow/design.v
export SDC_FILE = /design/flow/constraint.sdc
export NUM_CORES = 4
export LEC_CHECK = 1
export CORE_UTILIZATION = 40
</file>
<file path="flow/constraint.sdc">
current_design computation

set clk_period 50.1
set clk_io_pct 0.2

create_clock -name clk0 -period $clk_period [get_ports {clk}]

set non_clock_inputs [all_inputs -no_clocks]
set_input_delay [expr $clk_period * $clk_io_pct] -clock clk0 $non_clock_inputs
set_output_delay [expr $clk_period * $clk_io_pct] -clock clk0 [all_outputs]
</file>
<file path="flow/design.v">
`timescale 1ns / 1ps
`default_nettype none
module computation #(
    parameter SW_WIRE_CNT = 'd16,
    parameter RD_WIRE_CNT = 'd16
) (
    input wire clk,
    input wire rst,
    input wire [2:0] k_select,
    input wire [11:0] in_bram_data,
    output wire [$clog2(SW_WIRE_CNT*RD_WIRE_CNT)-1:0] in_bram_addr,
    output wire [11:0] out_bram_data,
    output wire [$clog2(SW_WIRE_CNT):0] sw_wires,
    output wire [$clog2(RD_WIRE_CNT):0] rd_wires
);
    logic [5:0][7:0] shift;
    logic [5:0][2:0][2:0][7:0] coeffs;
  generate
    genvar i;
    for (i=0; i<6; i=i+1)begin
        kernels #(.K_SELECT(i)) kernel (
            .rst_in(rst),
            .coeffs(coeffs[i]),
            .shift(shift[i])
        );
    end
  endgenerate
  convolution #(
    .SW_WIRE_CNT(SW_WIRE_CNT),
    .RD_WIRE_CNT(RD_WIRE_CNT)
    ) conv(
        .clk(clk),
        .rst(rst),
        .data_in(in_bram_data),
        .coeffs(k_select > 5 ? coeffs[0] : coeffs[k_select]),
        .shift(k_select > 5 ? shift[0] : shift[k_select]),
        .bram_addr(in_bram_addr),
        .sw_wires(sw_wires),
        .rd_wires(rd_wires),
        .data_out(out_bram_data)
      );
endmodule
`default_nettype wire
`timescale 1ns / 1ps
`default_nettype none
module convolution #(
    parameter SW_WIRE_CNT = 'd16,
    parameter RD_WIRE_CNT = 'd16
) (
    input wire clk,
    input wire rst,
    input wire [11:0] data_in,
    input wire [7:0] shift,
    input wire [2:0][2:0][7:0] coeffs,
    output wire [$clog2(SW_WIRE_CNT*RD_WIRE_CNT)-1:0] bram_addr,
    output wire [$clog2(SW_WIRE_CNT):0] sw_wires,
    output wire [$clog2(RD_WIRE_CNT):0] rd_wires,
    output wire [11:0] data_out
);
reg [RD_WIRE_CNT-'d1:0][11:0] rd_cache0, rd_cache1, rd_cache2;
reg [$clog2(SW_WIRE_CNT):0] sw_cnt, prev_sw_cnt, prev_sw_cnt1, prev_sw_cnt2, prev_sw_cnt3, prev_sw_cnt4;
reg [$clog2(RD_WIRE_CNT):0] rd_cnt, prev_rd_cnt, prev_rd_cnt1, prev_rd_cnt2, prev_rd_cnt3, prev_rd_cnt4;
reg [31:0] signed_data_p0, signed_data_p1, signed_data_p2, signed_data_comb, signed_data_res;
reg [11:0] reg_data_out;
reg [11:0] identity, identity1, identity2;
reg [$clog2(SW_WIRE_CNT*RD_WIRE_CNT)-1:0] reg_bram_addr;
reg valid, valid1, valid2;
assign sw_wires = prev_sw_cnt4;
assign rd_wires = prev_rd_cnt4;
assign data_out = reg_data_out;
assign bram_addr = reg_bram_addr;
always_comb begin
    if(rd_cnt + 'd1 >= RD_WIRE_CNT) begin
        reg_bram_addr = ((rd_cnt + 'd1) % RD_WIRE_CNT) + (((sw_cnt + 'd1) % SW_WIRE_CNT) * SW_WIRE_CNT);
    end else begin
        reg_bram_addr = (rd_cnt + 'd1) + (sw_cnt * SW_WIRE_CNT);
    end
end
always@(posedge clk) begin
    if(rst) begin
        rd_cache0 <= 0;
        rd_cache1 <= 0;
        rd_cache2 <= 0;
        sw_cnt <= 0;
        rd_cnt <= 0;
    end else begin
        rd_cache0[rd_cnt] <= data_in;
        if(rd_cnt + 'd1 == RD_WIRE_CNT) begin
            sw_cnt <= (sw_cnt + 'd1) % SW_WIRE_CNT;
            prev_sw_cnt <= sw_cnt;
            rd_cache1 <= rd_cache0;
            rd_cache2 <= rd_cache1;
        end
        rd_cnt <= (rd_cnt + 'd1) % RD_WIRE_CNT;
        prev_rd_cnt <= rd_cnt;
        valid <= (prev_sw_cnt != 0 && prev_sw_cnt != SW_WIRE_CNT - 'd1 &&
                  prev_rd_cnt != 0 && prev_rd_cnt != RD_WIRE_CNT - 'd1);
        identity <= rd_cache1[prev_rd_cnt];
        signed_data_p0 <= $signed({1'b0, rd_cache0[prev_rd_cnt - 'd1]}) * $signed(coeffs[0][0]) +
                          $signed({1'b0, rd_cache0[prev_rd_cnt      ]}) * $signed(coeffs[0][1]) +
                          $signed({1'b0, rd_cache0[prev_rd_cnt + 'd1]}) * $signed(coeffs[0][2]);
        signed_data_p1 <= $signed({1'b0, rd_cache1[prev_rd_cnt - 'd1]}) * $signed(coeffs[1][0]) +
                          $signed({1'b0, rd_cache1[prev_rd_cnt      ]}) * $signed(coeffs[1][1]) +
                          $signed({1'b0, rd_cache1[prev_rd_cnt + 'd1]}) * $signed(coeffs[1][2]);
        signed_data_p2 <= $signed({1'b0, rd_cache2[prev_rd_cnt - 'd1]}) * $signed(coeffs[2][0]) +
                          $signed({1'b0, rd_cache2[prev_rd_cnt      ]}) * $signed(coeffs[2][1]) +
                          $signed({1'b0, rd_cache2[prev_rd_cnt + 'd1]}) * $signed(coeffs[2][2]);
        prev_rd_cnt1 <= prev_rd_cnt;
        prev_sw_cnt1 <= prev_sw_cnt;
        signed_data_comb <= $signed(signed_data_p0) + $signed(signed_data_p1) + $signed(signed_data_p2);
        valid1 <= valid;
        identity1 <= identity;
        prev_rd_cnt2 <= prev_rd_cnt1;
        prev_sw_cnt2 <= prev_sw_cnt1;
        signed_data_res <= $signed(signed_data_comb) >>> shift;
        valid2 <= valid1;
        identity2 <= identity1;
        prev_rd_cnt3 <= prev_rd_cnt2;
        prev_sw_cnt3 <= prev_sw_cnt2;
        if(valid2) begin
            reg_data_out <= signed_data_res;
        end else begin
            reg_data_out <= identity2;
        end
        prev_rd_cnt4 <= prev_rd_cnt3;
        prev_sw_cnt4 <= prev_sw_cnt3;
    end
end
endmodule
`default_nettype wire
`timescale 1ns / 1ps
`default_nettype none
module kernels #(
  parameter K_SELECT=0)(
  input wire rst_in,
  output logic signed [2:0][2:0][7:0] coeffs,
  output logic signed [7:0] shift);
  logic signed [7:0]coeffs_i[2:0][2:0];
  assign coeffs = { coeffs_i[2][2],
                    coeffs_i[2][1],
                    coeffs_i[2][0],
                    coeffs_i[1][2],
                    coeffs_i[1][1],
                    coeffs_i[1][0],
                    coeffs_i[0][2],
                    coeffs_i[0][1],
                    coeffs_i[0][0]};
  always_comb begin
    case (K_SELECT)
      0: begin  
        coeffs_i[0][0] = rst_in ? 8'sd0 : 8'sd0;
        coeffs_i[0][1] = rst_in ? 8'sd0 : 8'sd0;
        coeffs_i[0][2] = rst_in ? 8'sd0 : 8'sd0;
        coeffs_i[1][0] = rst_in ? 8'sd0 : 8'sd0;
        coeffs_i[1][1] = rst_in ? 8'sd0 : 8'sd1;
        coeffs_i[1][2] = rst_in ? 8'sd0 : 8'sd0;
        coeffs_i[2][0] = rst_in ? 8'sd0 : 8'sd0;
        coeffs_i[2][1] = rst_in ? 8'sd0 : 8'sd0;
        coeffs_i[2][2] = rst_in ? 8'sd0 : 8'sd0;
        shift = rst_in ? 8'sd0 : 8'sd0;
      end
      1: begin  
        coeffs_i[0][0] = rst_in ? 8'sd0 : 8'sd1;
        coeffs_i[0][1] = rst_in ? 8'sd0 : 8'sd2;
        coeffs_i[0][2] = rst_in ? 8'sd0 : 8'sd1;
        coeffs_i[1][0] = rst_in ? 8'sd0 : 8'sd2;
        coeffs_i[1][1] = rst_in ? 8'sd0 : 8'sd4;
        coeffs_i[1][2] = rst_in ? 8'sd0 : 8'sd2;
        coeffs_i[2][0] = rst_in ? 8'sd0 : 8'sd1;
        coeffs_i[2][1] = rst_in ? 8'sd0 : 8'sd2;
        coeffs_i[2][2] = rst_in ? 8'sd0 : 8'sd1;
        shift = rst_in ? 8'sd0 : 8'sd4;
      end
      2: begin  
        coeffs_i[0][0] = rst_in ? 8'sd0 :  8'sd0;
        coeffs_i[0][1] = rst_in ? 8'sd0 : -8'sd1;
        coeffs_i[0][2] = rst_in ? 8'sd0 : 8'sd0;
        coeffs_i[1][0] = rst_in ? 8'sd0 : -8'sd1;
        coeffs_i[1][1] = rst_in ? 8'sd0 :  8'sd5;
        coeffs_i[1][2] = rst_in ? 8'sd0 : -8'sd1;
        coeffs_i[2][0] = rst_in ? 8'sd0 : 8'sd0;
        coeffs_i[2][1] = rst_in ? 8'sd0 : -8'sd1;
        coeffs_i[2][2] = rst_in ? 8'sd0 : 8'sd0;
        shift = rst_in ? 8'sd0 : 8'sd0;
      end
      3: begin  
        coeffs_i[0][0] = rst_in ? 8'sd0 : -8'sd1;
        coeffs_i[0][1] = rst_in ? 8'sd0 : -8'sd1;
        coeffs_i[0][2] = rst_in ? 8'sd0 : -8'sd1;
        coeffs_i[1][0] = rst_in ? 8'sd0 : -8'sd1;
        coeffs_i[1][1] = rst_in ? 8'sd0 :  8'sd8;
        coeffs_i[1][2] = rst_in ? 8'sd0 : -8'sd1;
        coeffs_i[2][0] = rst_in ? 8'sd0 : -8'sd1;
        coeffs_i[2][1] = rst_in ? 8'sd0 : -8'sd1;
        coeffs_i[2][2] = rst_in ? 8'sd0 : -8'sd1;
        shift = rst_in ? 8'sd0 : 8'sd0;
      end
      4: begin  
        coeffs_i[0][0] = rst_in ? 8'sd0 : 8'sd1;
        coeffs_i[0][1] = rst_in ? 8'sd0 : 8'sd0;
        coeffs_i[0][2] = rst_in ? 8'sd0 : -8'sd1;
        coeffs_i[1][0] = rst_in ? 8'sd0 : 8'sd2;
        coeffs_i[1][1] = rst_in ? 8'sd0 :  8'sd0;
        coeffs_i[1][2] = rst_in ? 8'sd0 : -8'sd2;
        coeffs_i[2][0] = rst_in ? 8'sd0 : 8'sd1;
        coeffs_i[2][1] = rst_in ? 8'sd0 : 8'sd0;
        coeffs_i[2][2] = rst_in ? 8'sd0 : -8'sd1;
        shift = rst_in ? 8'sd0 : 8'sd0;
      end
      5: begin  
        coeffs_i[0][0] = rst_in ? 8'sd0 : -8'sd1;
        coeffs_i[0][1] = rst_in ? 8'sd0 : -8'sd2;
        coeffs_i[0][2] = rst_in ? 8'sd0 : -8'sd1;
        coeffs_i[1][0] = rst_in ? 8'sd0 : 8'sd0;
        coeffs_i[1][1] = rst_in ? 8'sd0 : 8'sd0;
        coeffs_i[1][2] = rst_in ? 8'sd0 : 8'sd0;
        coeffs_i[2][0] = rst_in ? 8'sd0 : 8'sd1;
        coeffs_i[2][1] = rst_in ? 8'sd0 : 8'sd2;
        coeffs_i[2][2] = rst_in ? 8'sd0 : 8'sd1;
        shift = rst_in ? 8'sd0 : 8'sd0;
      end
      default: begin  
        coeffs_i[0][0] = rst_in ? 8'sd0 : 8'sd0;
        coeffs_i[0][1] = rst_in ? 8'sd0 : 8'sd0;
        coeffs_i[0][2] = rst_in ? 8'sd0 : 8'sd0;
        coeffs_i[1][0] = rst_in ? 8'sd0 : 8'sd0;
        coeffs_i[1][1] = rst_in ? 8'sd0 : 8'sd1;
        coeffs_i[1][2] = rst_in ? 8'sd0 : 8'sd0;
        coeffs_i[2][0] = rst_in ? 8'sd0 : 8'sd0;
        coeffs_i[2][1] = rst_in ? 8'sd0 : 8'sd0;
        coeffs_i[2][2] = rst_in ? 8'sd0 : 8'sd0;
        shift = rst_in ? 8'sd0 : 8'sd0;
      end
    endcase
  end
endmodule
`default_nettype wire
</file>
<file path="flow/run.sh">
#!/bin/bash
# OpenROAD 26Q1-2900-gdf79404cd8, Yosys 0.63+post, stock flow scripts
make -C /OpenROAD-flow-scripts/flow DESIGN_CONFIG=/design/flow/config.mk WORK_HOME=/design/flow/orfs finish
</file>
==> results_dict.tcl <==
# collected from the flow reports
set metrics [dict create \
    hp-class "flip-flop to flip-flop" \
    cp.required_ps 50570 \
    final_common_cell "nand2_1" \
    max_slew_margin -0.07542 \
    ctsHoldBuffers 0 \
    clk_pin_slew_ps 60 \
    rsz0062_at_grt "false" \
    dieArea_sq_um 212000 \
    wl_um 354300 \
    drive_gt1_frac 0.1659 \
    flop_cell "dfxtp_1" \
    die_h_um 460.4 \
    setup_violations 0 \
    crit_path_start_kind "input port" \
    gp_congestion 1.060 \
    syn_inst 8811 \
    slew_viol_final 7 \
    r2r_end "conv.signed_data_p0[15]$_DFFE_PN_" \
    postRouteAntennaNets 0 \
    hold_viol_final 0 \
    r2r_start "conv.prev_rd_cnt[1]$_DFFE_PN_" \
    cp-endpoint "conv.signed_data_p0[15]$_DFFE_PN_" \
    postCtsResizedCells 0 \
    edf_count 167 \
    reg2reg_depth 44 \
    clkLatencyLatePin_ps 780 \
    grt_start_max_net_pins 120 \
    antenna_found_initial 24 \
    cts_root_buffer "clkbuf_16" \
    final_layout_top_logic_cells "1182 x nand2_1, 977 x inv_1, 790 x mux4_2, 705 x a21oi_1, 689 x nor2_1" \
    ys_cells 8811 \
    netlist_area_sq_um 84050 \
    cp.arrival_ps 19520 \
    endpoint_kind "flip-flop" \
    criticalPathCategory "input port to flip-flop" \
    drt-pass1-iter-count 8 \
    post_drt_wl_per_cell_um 30.84 \
    cts_setup_buffers 0 \
    cts_tree "done" \
    worst_slew_pin_slew_ps 1607 \
    grt_pass1_vias 72160 \
    postSynthSeqShare 0.1988 \
    max_stage_delay_ps 770 \
    status "complete, but fails checks" \
    cp_max_fo 12 \
    async_reset_ff_frac 0 \
    cts_max_path_buffers 3 \
    warnings 50 \
    holdWs_ps 413.7 \
    clock_sinks 751 \
    rows 167 \
    syn_avg_cell_area_sq_um 9.539 \
    irDropWorstVdd_mv 0.02862 \
    drc_errors 0 \
    timing.fmax_ghz 0.05249 \
    fp.dieW_um 460.4 \
    power_density_nw_per_um2 31.97 \
    cap_violations 1 \
    cpMostUsedCell "xnor2_1" \
    cp_slowest_cell "nor3_1" \
    synth_warnings 13 \
    cts_inserted_buffers 89 \
    avgViaCountPerCell 6.353 \
    htreeDepth 3 \
    clock_skew_ps 60.59 \
    layout_min_cycle_time_ps 19050 \
    port_buffers 44 \
    ys_chip_area_sq_um 84050 \
    syn2layout_area_growth_pct 7.569 \
    drt-initial-drc-count 7072 \
    coreArea_sq_um 207900 \
    crit_start "k_select[2]" \
    finalSetupTns_ps 0 \
    post-dp-hpwl_um 261400 \
    fp-utilization 0.4043 \
    grt.overflow.total 0 \
    grt_pass1_wl_um 514800 \
    io_pins 47 \
    numSynthFlops 751 \
    vias 72970 \
    post-route-util 0.4349 \
    finalCritPeriodShare 0.3802 \
    nFillCells 19710 \
    ff2ff_setup_slack_ps 36210 \
    fin_ws_ps 31050 \
    violations "max-capacitance violations, max-slew violations" \
    leakage_nw 35.52 \
    ys_types 94 \
    track_usage 0.3536 \
    dpl_worst_slack_ps 30380 \
]
==> logic make-up (layout without fill, tap and decap cells) <==
group           Yosys count  in the layout  share of synthesized area
buf+inv                1652           1513                    0.08533
other cells               1             28                 0.00004462
mux                    1176           1176                     0.2608
simple gates           2355           2355                     0.1172
flops                   751            751                     0.1988
fa+ha+maj               914            914                     0.1830
compound gates         1737           1737                     0.1302
xor+xnor                225            225                    0.02471
==> report_power, final <==
group          internal, W  switching [W]  total (W)
Combinational     0.000497       0.000975    0.00147
Sequential        0.000687      0.0000367   0.000724
Clock             0.000402       0.000293   0.000694
==> cell usage after synthesis (all sizes together) (95+ instances only) <==
cell type / count / share of area
nand2: 1185 / 0.053
inv: 990 / 0.044
mux4: 799 / 0.21
a21oi: 709 / 0.042
nor2: 696 / 0.031
dfxtp: 584 / 0.14
fa: 525 / 0.13
ha: 389 / 0.058
clkbuf: 357 / 0.016
buf: 299 / 0.025
mux2i: 285 / 0.034
o21ai: 249 / 0.015
edfxtp: 167 / 0.060
xnor2: 157 / 0.017
a22oi: 153 / 0.014
nor3: 126 / 0.0076
o211ai: 95 / 0.0085
==> how the worst min path moves through the flow <==
stage | startpoint | to | cells after the start
after global routing | conv.prev_sw_cnt1[2]$_DFFE_PN_ | conv.prev_sw_cnt2[2]$_DFFE_PN_ | 0
after CTS | conv.prev_rd_cnt1[1]$_DFFE_PN_ | conv.prev_rd_cnt2[1]$_DFFE_PN_ | 0
final | conv.prev_rd_cnt1[1]$_DFFE_PN_ | conv.prev_rd_cnt2[1]$_DFFE_PN_ | 0
==> flip-flops by register name, summed over array words and instances (netlist names), 12 cells and up <==
signal                 cells
conv.signed_data_p0       16
conv.identity2            12
conv.signed_data_res      12
conv.identity             12
conv.reg_data_out         12
conv.signed_data_comb     16
conv.identity1            12
conv.rd_cache2           192
conv.rd_cache1           192
conv.signed_data_p2       16
conv.signed_data_p1       16
conv.rd_cache0           192
==> layer usage <==
metal / share of wire / track usage
met1: 0.35 / 0.4358
met2: 0.43 / 0.4966
met3: 0.15 / 0.2040
met4: 0.070 / 0.1827
met5: 0.0017 / 0.01699
==> area by class of cell <==
| class | instances | area [sq um] | share of cell area |
|---|---|---|---|
| multi-input combinational | 6409 | 60450 | 0.6687 |
| clock inverter | 46 | 635.6 | 0.007030 |
| tap | 2788 | 3488 | 0.03858 |
| timing repair buffer | 355 | 2855 | 0.03158 |
| inverter | 996 | 3751 | 0.04149 |
| sequential | 751 | 16710 | 0.1848 |
| antenna | 26 | 65.06 | 0.0007197 |
| clock buffer | 116 | 2454 | 0.02714 |
==> worst max-delay path, delay by kind of cell <==
kind,cells,cell delay (ps)
fa+ha+maj,7,2590
buf+inv,6,1290
mux,1,250
xor+xnor,11,2150
compound gates,7,1210
simple gates,5,2020
==> per-stage QoR <==
stage	cell area (sq um)	std cells	total power, W
2_1_floorplan	84050	8812	0.001633
3_3_place_gp	87250	11300	0.002164
3_5_place_dp	87250	11300	0.002169
4_1_cts	90340	11460	0.002866
5_1_grt	90350	11470	0.003026
6_report	90410	11490	0.002891
No activity file was given, so power comes from the tool's default toggle rates.
